**flow/run.sh**
```bash
#!/bin/bash
# OpenROAD 26Q1-2900-gdf79404cd8, Yosys 0.63+post, stock flow scripts
make -C /OpenROAD-flow-scripts/flow DESIGN_CONFIG=/design/flow/config.mk WORK_HOME=/design/flow/orfs finish
```
**flow/config.mk**
```make
export PLATFORM = sky130hd
export DESIGN_NAME = clk_divider
export DESIGN_NICKNAME = clk_divider
export VERILOG_FILES = /design/flow/design.v
export SDC_FILE = /design/flow/constraint.sdc
export NUM_CORES = 4
export LEC_CHECK = 1
export CORE_AREA = 10 10 70 70
export DIE_AREA = 0 0 80 80
```
**flow/constraint.sdc**
```tcl
current_design clk_divider

set clk_period 1.6
set clk_io_pct 0.2

create_clock -name clk0 -period $clk_period [get_ports {clk_i}]

set non_clock_inputs [all_inputs -no_clocks]
set_input_delay [expr $clk_period * $clk_io_pct] -clock clk0 $non_clock_inputs
set_output_delay [expr $clk_period * $clk_io_pct] -clock clk0 [all_outputs]
```
**flow/design.v**
```verilog
module clk_divider
  #(parameter DIVISOR = 6'd0)   
   (
    input      clk_i,
    input      resetn_i,
    output reg clk_en_o
    );
   reg [5:0]   clk_dividor = 0;   
   always @ ( posedge clk_i or negedge resetn_i ) begin
      if(!resetn_i)begin
         clk_dividor <= 6'h0;
         clk_en_o <= 1'h0;
      end else begin
         if (clk_dividor != DIVISOR) begin
            clk_dividor <= clk_dividor + 1'b1;
            clk_en_o <= 1'b0;
         end else begin
            clk_dividor <= 6'h0;
            clk_en_o <= 1'b1;
         end
      end      
   end
endmodule
```
==> flow_summary.yaml <==
# physical design summary
run_status:
  status: "finished clean"
die:
  dieArea_sq_um: 6400
  row_count: 21
  num_io_pins: 3
  die_w_microns: 80
  core_util_floorplan_pct: 8.72
  core_sq_um: 3420
  die_h_microns: 80
placed_design:
  place_area_sq_um: 375
  portBuffers: 2
  hpwl_microns: 366
  place.gp.congestion: 0.715
  place_ws_ps: 319
  place_inst: 71
setup_path:
  worstPathArrival_ps: 1010
  path_max_fanout: 1
  cp.depth: 1
  reg2reg_depth: 5
  critPathRequiredTime_ps: 1280
  crit_type: "reg -> out"
  crit_family: "buffers and inverters"
  cp_cell_sequence: "clkdlybuf4s50_1"
  cp-start-kind: "register"
  critPathMaxStageDelay_ps: 450
  critPathSlowestCell: "clkdlybuf4s50_1"
  crit_buf_inv: 1
  end_kind: "primary output"
sta:
  setup_viol: 0
  finClkSkew_ps: 3.93
  rsz0062_at_grt: "false"
  slew_headroom_pct: 78.9
  fin_ws_ps: 268
  layout_min_cycle_time_ps: 1330
  finalHoldViolCount: 0
  fin_setup_tns_ps: 0
  max_freq_ghz: 0.751
  period_used_pct: 83.2
  worstMarginPinSlew_ps: 316
  slew_violations: 0
clocking:
  cts_sinks: 7
  post-cts-setup-buffers: 0
  ctsLongestPathBuffers: 2
  cts_tree: "yes"
  cts_hold_buf: 0
  cts-buffers-inserted: 3
  htree_num_levels: 1
  cts_root_buffer: "clkbuf_4"
  cts_resized: 0
  path_clk_slew_ps: 50
  clock_latency_ps: 250
detailed_routing:
  drtAntennaViolNets: 0
  drt-total-wl_microns: 442
  wl_per_cell_microns: 5.89
  diodes: 0
  num_vias: 174
  firstDrtPassIters: 4
  vias_per_cell: 2.32
  drc: 0
  first_iter_violations: 8
final_layout:
  utilization_pct: 11.8
  drive_gt1_share_pct: 20.7
  synthToLayoutAreaGrowth_pct: 34.9
  fin_area_sq_um: 402
  instances_no_fill: 75
synth:
  area_leaders: "dfrtp_1, ha_1, xnor2_1"
  postSynthAreaPerCell_sq_um: 12.9
  ys_warn_count: 1
  ys_area_sq_um: 298
  synth_cells: 23
  synth.most_common_cell: "dfrtp_1"
  flop_cell: "dfrtp_1"
  synth_seq_share_pct: 58.8
  common_cells: "dfrtp_1, nor2_1"
  edf_count: 0
  ys_types: 11
  top_cell_area_share_pct: 58.8
  yosys-stat-cells: 23
  ys_ff: 7
  synth_area_sq_um: 298
  synth-async-reset-ratio_pct: 100
  top_area_cell: "dfrtp_1"
pwr:
  clkPwrFrac_pct: 45.5
  combPwrFrac_pct: 1.6
  seqPwrFrac_pct: 52.9
  p_sw_mw: 0.0613
  ir_worst_vdd_mv: 0.253
  cellInternalPower_mw: 0.274
  sw_frac_of_total_pct: 18.3
  total_leakage_power_nw: 0.171
  power_density_nw_per_um2: 836
global_routing:
  grt_overflow_total: 0
  antenna_found_initial: 0
  grt_pass1_wl_microns: 862
  grt_max_degree: 8
  grt_pass1_vias: 216
  grt_use_total_pct: 1.77
job:
  tool_warnings: 26
  maxCapViolCount: 0
hold_path:
  hp-class: "in -> async"
## power groups by stage
stage | sequential (mW) | combinational (mW) | clock (mW)
CTS | 0.177 | 0.00561 | 0.157
global route | 0.177 | 0.00625 | 0.176
finish | 0.177 | 0.00543 | 0.153
## flip-flops by register name, indices dropped and copies added, names as in the netlist
register     flops
clk_en_o         1
clk_dividor      6
## cell type report
type | instances | area, sq um
multi-input combinational | 14 | 115
inverter | 2 | 7.51
sequential | 7 | 175
fill | 393 | 3010
timing repair buffer | 2 | 20.0
tap | 46 | 57.6
clock buffer | 4 | 26.3
## final timing paths
check                                                 to  slack [ps]                      from
worst max-delay path                            clk_en_o         270        clk_en_o$_DFF_PN0_
max in group asynchronous       clk_dividor[5]$_DFF_PN0_        1030                  resetn_i
min in group clk0               clk_dividor[0]$_DFF_PN0_         500  clk_dividor[0]$_DFF_PN0_
worst max register to register  clk_dividor[2]$_DFF_PN0_         330  clk_dividor[0]$_DFF_PN0_
worst min register to register  clk_dividor[0]$_DFF_PN0_         500  clk_dividor[0]$_DFF_PN0_
worst min-delay path            clk_dividor[2]$_DFF_PN0_         330                  resetn_i
## per-stage QoR
step,power (mW),hold WS [ps]
floorplan,0.180,24.4
global placement,0.186,476
detailed placement,0.186,483
CTS,0.340,336
global route,0.359,340
finish,0.336,332
## kinds of logic (layout without fill, tap and decap cells)
group / count (synthesis) / in the layout / synth area share, %
simple gates: 8 / 8 / 16.4
xor+xnor: 3 / 3 / 8.83
fa+ha+maj: 2 / 2 / 8.40
flops: 7 / 7 / 58.8
mux: 1 / 1 / 5.04
buf+inv: 2 / 8 / 2.52
## layout by cell type (no fill, tap or decap)
cell type and count:
mux2_4 1, nand3_1 2, dfrtp_1 7, clkbuf_4 3, inv_1 2, ha_1 2
clkdlybuf4s50_1 2, nor4b_2 1, xor2_1 1, xnor2_1 2, nor2_1 3, nand2_1 1
clkbuf_1 1, and2b_2 1
## layer usage
layer / wire length [microns] / share of wire (%) / up-vias / track usage (%)
met1: 209 / 47 / 82 / 1.81
met4: 0 / 0 / 0 / 0.176
met2: 143 / 32 / 6 / 2.41
met3: 89 / 20 / 0 / 2.05
li1: - / - / 86 / -
met5: 0 / 0 / - / 0
Power is estimated from default activity; no workload was simulated.
